==> flow/run.sh <==
#!/bin/bash
# OpenROAD 26Q1-2900-gdf79404cd8, Yosys 0.63+post, stock flow scripts
make -C /OpenROAD-flow-scripts/flow DESIGN_CONFIG=/design/flow/config.mk WORK_HOME=/design/flow/orfs finish
==> flow/config.mk <==
export PLATFORM = sky130hd
export DESIGN_NAME = mycpu_top
export DESIGN_NICKNAME = mycpu_top
export VERILOG_FILES = /design/flow/design.v
export SDC_FILE = /design/flow/constraint.sdc
export NUM_CORES = 4
export LEC_CHECK = 1
export CORE_UTILIZATION = 40
==> flow/constraint.sdc <==
current_design mycpu_top

set clk_period 26.8
set clk_io_pct 0.2

create_clock -name clk0 -period $clk_period [get_ports {clk}]

set non_clock_inputs [all_inputs -no_clocks]
set_input_delay [expr $clk_period * $clk_io_pct] -clock clk0 $non_clock_inputs
set_output_delay [expr $clk_period * $clk_io_pct] -clock clk0 [all_outputs]
==> flow/design.v <==
module alu(
	input [32 - 1:0] A,
	input [32 - 1:0] B,
	input [2:0] ALUop,
	output reg Overflow,
	output reg CarryOut,
	output reg Zero,
	output reg [32 - 1:0] Result
);
	reg Carryout_sub;
	reg [32 - 2:0] Result_sub;
	always @( ALUop or A or B ) begin
	   case( ALUop )
	       3'b000:  begin  
	               Result = A & B;
	               CarryOut = 0;
	               Overflow = 0;
	               Zero =  (Result == 0)? 1:0;
	        end
	       3'b001:  begin  
	               Result = A | B;
	               CarryOut = 0;
                   Overflow = 0;
                   Zero =  (Result == 0)? 1:0;
	        end
	       3'b010:  begin   
	               {CarryOut,Result} = A + B;
	               {Carryout_sub,Result_sub} = A[32 - 2:0] + B[32 - 2:0];
	               Overflow = CarryOut ^ Carryout_sub;
                   Zero =  (Result == 0)? 1:0;
	        end
	       3'b011:  begin  
                   Result[0] = (A < B)? 1 : 0;
	               Result [32 - 1:1] = 0; 
	               Zero = 0;
	       	end
	       3'b100:  begin   
	       			Result = {B[15:0],A[15:0]};
	       			Zero = 0;
	       			Overflow = 0;
	       			CarryOut = 0;
	        end
	       3'b101:  begin   
	       			Result = B << (A[5:0]);
	       			Zero = 0;
	       			Overflow = 0;
	       			CarryOut = 0;
	        end
	       3'b110:  begin   
	               {CarryOut,Result} =  A + ~B + 1;
	               {Carryout_sub, Result_sub} = A[32 - 2:0] + ~B[32 - 2:0]+1;
	               Overflow = CarryOut ^ Carryout_sub;
	               Zero =  (Result == 0)? 1:0;
	        end
	       3'b111:  begin   
	               {CarryOut,Result} =  A + ~B + 1;
                   {Carryout_sub, Result_sub} = A[32 - 2:0] + ~B[32 - 2:0]+1;
                   Overflow = CarryOut ^ Carryout_sub;
                   Result[0] = Result[32 - 1]^Overflow;
	               Result [32 - 1:1] = 0;   
	               Zero = 0; 
	        end 
	       default: begin
	               Result = 0;
                   Zero = 0;
                   Overflow = 0;
                   CarryOut = 0;
                   Result_sub = 31'd0;
                   Carryout_sub = 0;
	       end 
	   endcase  
	end   
endmodule
`timescale 10ns / 1ns
module mycpu_top(
    input              clk,
    input              resetn,
    output             inst_sram_en,
    output      [ 3:0] inst_sram_wen,
    output      [31:0] inst_sram_addr,  
    output      [31:0] inst_sram_wdata,
    input       [31:0] inst_sram_rdata,
    output             data_sram_en,
    output      [ 3:0] data_sram_wen,
    output      [31:0] data_sram_addr,
    output      [31:0] data_sram_wdata,
    input       [31:0] data_sram_rdata,
    output  reg [31:0] debug_wb_pc, 
    output      [ 3:0] debug_wb_rf_wen,
    output      [ 4:0] debug_wb_rf_wnum,
    output      [31:0] debug_wb_rf_wdata
);
    wire ALUSrcA, PCSrc, PCWriteCond, PCWrite, IRWrite;
    wire [ 1:0] ALUSrcB, PCSource, RegDst, MemtoReg;
    wire [ 2:0] ALUop, ALUOp;
    wire [31:0] regwdata;
    wire [ 3:0] RegWrite;
    wire AZero, AOverflow, ACarryOut;
    wire [31:0] rdata1, rdata2, ALUResult, SgnExt;
    wire rst;
    wire [4:0] rs, rt, rd, sa;
    wire [5:0] func;
    wire [31:0] ALUA, ALUB;
    reg  [31:0] A, B, ALUOut, IR;  
    wire IsBEQ;
    wire Ze;
    reg  [31:0] PCdb;
    reg  [31:0] PC;
    wire [31:0] PCnext;
    wire PCdebug;
    always @ (posedge clk) begin
        if (rst) begin
            PC <= 32'hbfc00000;
        end
        else begin
            if (IRWrite) IR <= inst_sram_rdata;
            if (PCdebug) debug_wb_pc <= PC;            
            A <= rdata1;
            B <= rdata2;
            s <= IR[10:6];
            ALUOut <= ALUResult;
            if(PCWrite || PCSrc)
                PC <= PCnext;
        end
    end
    assign rst    = ~resetn;   
    assign rs     = IR[25:21];
    assign rt     = IR[20:16];
    assign SgnExt = {{16{IR[15]}},{IR[15:0]}};
    assign func   = IR[5:0];                                        
    assign ALUA  = ALUSrcA ? A : PC;
    assign PCSrc =  PCWriteCond & Ze;
    assign Ze    = IsBEQ ? AZero : ~AZero;
    assign IsBEQ = IR[31:26] == 6'b000100 ? 1 : 0;
    assign data_sram_en    = (data_sram_wen != 4'b0000) || MemRead;                            
    assign data_sram_addr  = ALUResult;
    assign data_sram_wdata = B; 
    assign inst_sram_en    = PCWrite || PCSrc;
    assign inst_sram_addr  = rst ? PC : PCnext;   
    assign inst_sram_wen   = 4'b0000;
    assign inst_sram_wdata = 32'd0;
    assign debug_wb_rf_wen   = RegWrite;
    assign debug_wb_rf_wnum  = rd;
    assign debug_wb_rf_wdata = regwdata;
    reg_file reg_file1(
        .clk(clk), 
        .rst(rst), 
        .raddr1(rs), 
        .raddr2(rt), 
        .waddr(rd), 
        .wen(RegWrite), 
        .wdata(regwdata), 
        .rdata1(rdata1), 
        .rdata2(rdata2));
    alu alu1(
        .A(ALUA), 
        .B(ALUB), 
        .ALUop(ALUop), 
        .Overflow(AOverflow), 
        .CarryOut(ACarryOut), 
        .Zero(AZero),
        .Result(ALUResult));
    control CPUcontrol(
        .rst(rst), 
        .clk(clk), 
        .op(IR[31:26]), 
        .func(IR[5:0]), 
        .RegDst(RegDst), 
        .ALUSrcA(ALUSrcA),
        .ALUSrcB(ALUSrcB), 
        .MemtoReg(MemtoReg), 
        .RegWrite(RegWrite), 
        .MemRead(MemRead),                                 
        .data_sram_wen(data_sram_wen),                     
        .IRWrite(IRWrite), 
        .PCWrite(PCWrite), 
        .PCWriteCond(PCWriteCond),
        .PCSource(PCSource), 
        .ALUOp(ALUOp), 
        .PCdebug(PCdebug)
        );
    ALUcontrol Acontrol(
        .ALUOp(ALUOp), 
        .func(IR[5:0]), 
        .ALUop(ALUop));
    MUX4 ALUBMux(
        .op(ALUSrcB), 
        .B(B),
        .SgnExt(SgnExt), 
        .SgnExtLF(SgnExt << 2),
        .ALUB(ALUB));
    MUX3 PCSourceMux(
        .PCS1(ALUResult), 
        .PCS2(ALUOut),
        .PCS3({PC[31:28],IR[25:0],2'b00}),
        .op(PCSource), 
        .PC(PCnext));
    WaddrMUX WaddrMUX(
        .Instruction(IR[20:11]),
        .RegDst(RegDst),
        .waddr(rd));
    WdataMUX WdataMUX(
        .MDR(data_sram_rdata), 
        .ALUOut(ALUOut), 
        .ALUOutLF(ALUOut << sa),
        .MemtoReg(MemtoReg),
        .WriteData(regwdata)); 
endmodule
module control(
    input        rst,
    input        clk,
    input  [5:0] op,
    input  [5:0] func,
    output [1:0] RegDst,
    output       ALUSrcA,
    output [1:0] ALUSrcB,
    output [1:0] MemtoReg,
    output [3:0] RegWrite,
    output       MemRead,            
    output [3:0] data_sram_wen,
	output       PCWriteCond,
    output       PCWrite,
    output       IRWrite,
    output [1:0] PCSource,
    output [2:0] ALUOp,
    output       PCdebug
);
   reg [20:0] StateC, StateN;
   assign PCdebug     = StateC[0];
   assign RegDst[1]   = StateC[12];
   assign RegDst[0]   = StateC[7]  || StateC[16];
   assign ALUSrcA     = StateC[2]  || StateC[3]  || StateC[5]   || StateC[6]  || StateC[8]  || StateC[9]  || StateC[15] || StateC[17] || StateC[19];
   assign ALUSrcB[1]  = StateC[1]  || StateC[2]  || StateC[3]   || StateC[5]  || StateC[9]  || StateC[15] || StateC[17] || StateC[19];
   assign ALUSrcB[0]  = StateC[0]  || StateC[1]  || StateC[11];
   assign MemtoReg[0] = StateC[4];
   assign MemtoReg[1] = StateC[16];
   assign RegWrite    = {4{StateC[4]  || StateC[7]  || StateC[10] || StateC[12] || StateC[16] || StateC[18] || StateC[20]}};
   assign MemRead     = StateC[0]  || StateC[3];
   assign data_sram_wen = {4{StateC[5]}};
   assign PCWriteCond = StateC[8];
   assign PCWrite     = StateC[0]  || StateC[12] || StateC[13] || StateC[14];
   assign IRWrite     = StateC[0];
   assign PCSource[1] = StateC[12] || StateC[13];
   assign PCSource[0] = StateC[8]  || StateC[14];
   assign ALUOp[2]    = StateC[17] || StateC[19];
   assign ALUOp[1]    = StateC[6]  || StateC[15];
   assign ALUOp[0]    = StateC[8]  || StateC[15] || StateC[19];
   parameter [20:0]
        InstFetch  = 21'b0000000_0000_0000_0000_01,  
        InstAnal   = 21'b0000000_0000_0000_0000_10,  
        LWSW       = 21'b0000000_0000_0000_0001_00,  
        LW         = 21'b0000000_0000_0000_0010_00,  
        LW_WB      = 21'b0000000_0000_0000_0100_00,  
        SW         = 21'b0000000_0000_0000_1000_00,  
        R_TYPE     = 21'b0000000_0000_0001_0000_00,  
        R_WB       = 21'b0000000_0000_0010_0000_00,  
        BRANCH     = 21'b0000000_0000_0100_0000_00,  
        ADDIU      = 21'b0000000_0000_1000_0000_00,  
        ADDIU_WB   = 21'b000000_0000_1000_0000_000,  
        JAL        = 21'b000000_0001_0000_0000_000,  
        JAL_PCW    = 21'b000000_0010_0000_0000_000,  
        JUMP       = 21'b000000_0100_0000_0000_000,  
        JR         = 21'b000000_1000_0000_0000_000,  
        LUI        = 21'b000001_0000_0000_0000_000,  
        SLL        = 21'b000010_0000_0000_0000_000,  
        SLTI       = 21'b000100_0000_0000_0000_000,  
        SLTI_WB    = 21'b001000_0000_0000_0000_000,  
        SLTIU      = 21'b010000_0000_0000_0000_000,  
        SLTIU_WB   = 21'b100000_0000_0000_0000_000;  
    always @(posedge clk) begin
        if(rst) begin
            StateC <= InstFetch;
        end    
        else begin
            StateC <= StateN;
        end
    end
    always @ (StateC)
    begin    
        StateN = InstFetch;
        case(StateC)
            InstFetch: StateN = InstAnal;
            InstAnal: begin
                case(op)
                    6'b100011, 6'b101011:     StateN = LWSW;       
                    6'b000000:                StateN = R_TYPE;     
                    6'b000101, 6'b000100:     StateN = BRANCH;     
                    6'b001001:                StateN = ADDIU;      
                    6'b000011:                StateN = JAL;        
                    6'b000010:                StateN = JUMP;       
                    6'b001111:                StateN = LUI;        
                    6'b001010:                StateN = SLTI;       
                    6'b001011:                StateN = SLTIU;      
                    default:                  StateN = InstFetch;
                endcase
            end
            LWSW: begin
                case(op)
                    6'b100011:  StateN = LW;          
                    6'b101011:  StateN = SW;          
                    default:    StateN = InstFetch;
                endcase
            end
            R_TYPE: begin
                case(func)
                    6'b001000:  StateN = JR;
                    6'b000000:  StateN = SLL;
                    default:    StateN = R_WB;
                endcase
            end
            LW:       StateN = LW_WB;
            LW_WB:    StateN = InstFetch;
            SW:       StateN = InstFetch;
            R_WB:     StateN = InstFetch;
            BRANCH:   StateN = InstFetch;
            ADDIU:    StateN = ADDIU_WB;
            ADDIU_WB: StateN = InstFetch;
            JAL:      StateN = JAL_PCW;
            JAL_PCW:  StateN = InstFetch;
            JUMP:     StateN = InstFetch;
            JR:       StateN = InstFetch;
            LUI:      StateN = ADDIU_WB;
            SLL:      StateN = InstFetch;
            SLTI:     StateN = SLTI_WB;
            SLTI_WB:  StateN = InstFetch;
            SLTIU:    StateN = SLTIU_WB;
            SLTIU_WB: StateN = InstFetch;
            default:  StateN = InstFetch;
        endcase
    end
endmodule
module ALUcontrol(
    input  [5:0] func,
    input  [2:0] ALUOp,
    output [2:0] ALUop
  );
    wire IsSlt;
    wire IsOr;
    assign IsSlt = func[5] & ~func[4] & func[3] & ~func[2] & func[1] & ~func[0];
    assign IsOr  = func[5] & ~func[4] & ~func[3] & func[2] & ~func[1] & func[0];
    assign ALUop[2] = (ALUOp[0] && ~ALUOp[1] && ~ALUOp[2]) || 
					  (ALUOp[1] && ~ALUOp[0] && IsSlt) || 
					   ALUOp[2];
    assign ALUop[1] = (~IsOr && ~ALUOp[2] && ALUOp[1] && ~ALUOp[0]) || 
                      (~ALUOp[2] && ~ALUOp[1] && ~ALUOp[0]) || 
                      (ALUOp[0] && ALUOp[1] && ~ALUOp[2]) || 
                      (ALUOp[2] && ~ALUOp[1] && ~ALUOp[0]) ||
                      (~ALUOp[2] && ~ALUOp[1] && ALUOp[0]);
    assign ALUop[0] = (IsSlt && ~ALUOp[2] && ALUOp[1] && ~ALUOp[0]) || 
                      (IsOr && ~ALUOp[2] && ALUOp[1] && ~ALUOp[0]) || 
                      (ALUOp[0] && ALUOp[1] && ~ALUOp[2]) || 
                      (ALUOp[2] && ~ALUOp[1] && ~ALUOp[0]);
endmodule
module MUX4(
    input  [31:0] B, SgnExt, SgnExtLF,
    input  [ 1:0] op,
    output [31:0] ALUB
  );
    wire [31:0] and1, and2, and3, and4, op1, op1x, op0, op0x, cons;
    assign op1 = {32{op[1]}};
    assign op1x = {32{~op[1]}};
    assign op0 = {32{op[0]}};
    assign op0x = {32{~op[0]}};
    assign cons = 32'd4;
    assign and1 = B & op1x & op0x;
    assign and2 = cons & op1x & op0;
    assign and3 = SgnExt & op1 & op0x;
    assign and4 = SgnExtLF & op1 & op0;
    assign ALUB = and1 | and2 | and3 | and4;
endmodule
module MUX3(
    input  [31:0] PCS1, PCS2, PCS3,
    input  [ 1:0] op,
    output [31:0] PC
  );
    wire [31:0] and1, and2, and3, op1, op1x, op0, op0x;
    assign op1  = {32{op[1]}};
    assign op1x = {32{~op[1]}};
    assign op0  = {32{op[0]}};
    assign op0x = {32{~op[0]}};
    assign and1 = PCS1 & op1x & op0x;
    assign and2 = PCS2 & op1x & op0;
    assign and3 = PCS3 & op1 & op0x;
    assign PC   = and1 | and2 | and3;
endmodule
module WaddrMUX(
    input  [9:0] Instruction,
    input  [1:0] RegDst,
    output [4:0] waddr
  );
    wire [4:0] and1, and2, and3, op1, op1x, op0, op0x, addr1, addr2, addr3;
    assign op1   = {5{RegDst[1]}};
    assign op1x  = {5{~RegDst[1]}};
    assign op0   = {5{RegDst[0]}};
    assign op0x  = {5{~RegDst[0]}};
    assign addr1 = Instruction[9:5];
    assign addr2 = Instruction[4:0];
    assign addr3 = 5'b11111;
    assign and1  = addr1 & op1x & op0x;
    assign and2  = addr2 & op1x & op0;
    assign and3  = addr3 & op1 & op0x;
    assign waddr = and1 | and2 | and3;
endmodule
module WdataMUX(
    input  [31:0] MDR, ALUOut, ALUOutLF,
    input  [ 1:0] MemtoReg,
    output [31:0] WriteData
  );
    wire [31:0] and1, and2, and3, op1, op1x, op0, op0x;
    assign op1  = {32{MemtoReg[1]}};
    assign op1x = {32{~MemtoReg[1]}};
    assign op0  = {32{MemtoReg[0]}};
    assign op0x = {32{~MemtoReg[0]}};
    assign and1 = ALUOut & op1x & op0x;
    assign and2 = MDR & op1x & op0;
    assign and3 = ALUOutLF & op1 & op0x;
    assign WriteData = and1 | and2 | and3;
endmodule
module reg_file(
	input clk,
	input rst,
	input [5 - 1:0] waddr,
	input [5 - 1:0] raddr1,
	input [5 - 1:0] raddr2,
	input wen,
	input [32 - 1:0] wdata,
	output [32 - 1:0] rdata1,
	output [32 - 1:0] rdata2
);
  reg [32 - 1:0] Register_file [(1<<5) - 1:0];
  integer i = 0;
  assign rdata1 = Register_file[raddr1];
  assign rdata2 = Register_file[raddr2];
  always @(posedge clk) begin
      if(rst)  begin     
         for(i = 0; i < (1<<5) ; i = i+1 )
              Register_file[i] <= 0;
       end
       else begin
           if(wen && waddr)
                Register_file[waddr] <= wdata;
        end
     end    
endmodule
==> run summary <==
run results: TritonCTS Sinks=1237, number of core rows=149, Area Overhead vs Synth=13.2%, iteration-0 DRC count of the detailed router=3285, Required @ worst endpoint=21.44 ns, vias=44400, Inserted Clock Buffers=133, routed len/inst=32.9 um, WP data arrival=7.95 ns, failing checks=max-capacitance violations, max-slew violations, share of cells above drive strength 1=22.7%, Die W=412 um, FP Util=40.5%, Hold Path Class=reg -> reg, OpenROAD warnings=94, peak supply drop=0.0000677 V, Most used DFF post-synth=edfxtp_1, PnR worst setup slack=13.49 ns, Insertion Delay late pin=0.78 ns, final setup vio count=0, DR vias/cell=6.05, FMAX=75.1 MHz, Die Area=0.169 sq mm, final hold viol count=0, Fin Clk Skew=0.0236 ns, TritonCTS clock tree=yes, post-synth top area cell=edfxtp_1, Worst Max-Slew Pin Slew=1.49 ns, H-Tree Depth=4, combinational share of power=28.4%, Syn. warnings=13, Clock transition at path regs=0.06 ns, PwrDens=76.4 mW/mm^2, Main area contributors=edfxtp_1 (53%), mux4_2 (21%), nor2_1 (6.3%), Tot GR Track Use=31.2%, Worst R2R Setup Slack=18.94 ns, CP max-delay cell=or4_1, RSZ-0062 raised after global routing=no, Slew Limit Fails=1, combinational gate area=0.0281 sq mm, Yosys reg bits=1237, Sequential Power Share=40.5%, num ports=277, largest net degree at the start of global routing=101, Slew HR=-0.547%, Worst setup SP type=flop, first-pass GRT wire length=340000 um, Detail Placement HPWL=157000 um, Setup CP Type=reg -> out, Synth Area per Inst=13.5 sq um, CP endpoint kind=output port, setup_tns=0 ns, P_int=3.91 mW, vias in the first global route=47300, yosys cell count=4956, # fillers=14200, I/O Buffers=240, clock power share=31.1%, Psw=1.89 mW, TritonRoute pass-1 iters=6, Top-area cell share=53.0%, outcome=finished, violations left, min Tclk post-route=13.31 ns, final wirelength=241000 um, Root Buffer=clkbuf_16, hold_buf cts=0, Crit Path Max Fanout=32, Register Area=0.0366 sq mm, count of different cell masters after synthesis=83, post-route cell area=0.0759 sq mm, Leak Pwr=27.3 nW, post-place instance area=0.0717 sq mm, Synth Seq Share=54.6%, Final ANT Viol Nets=0, die height=412 um, Synth Instances=4956, Synth async-reset ratio=0%, Sw Share=32.6%, final core occ=45.8%, DRC errors left=0, grt ovf=0, Critical Path Max Stage Delay=0.69 ns, crit-path cells=or2_2, or2_2, nor3_2, buf_4, mux2i_1, inv_1, ha_1, nor2_1, o311ai_1, a211oi_1, a211oi_1, xor2_1, or4_1, or4_1, nor4_2, and3_1, nand3_1, a31oi_4, inv_1, clkdlybuf4s50_1, crit share post-route=49.7%, synthesized area=0.0671 sq mm, worst-case clock buffer depth=3, Final Wtd Congestion=1.02, max cap viols=1, post-CTS setup buffers=0, pre-CTS WS=13.51 ns, # resized after CTS=0, initial antenna violation count=5, Post-synth EDFFs=1184, Chip Area, Yosys=0.0671 sq mm, core footprint=0.166 sq mm
-- flip-flops by register name, summed over array words and instances (netlist names) --
signal	cells
B	32
ALUOut	32
CPUcontrol.StateC	21
IR	32
A	32
reg_file1.Register_file	1024
PC	32
debug_wb_pc	32
-- layer usage --
layer / vias up / track usage, % / part of all wire [%]
li1: 18800 / - / -
met1: 22000 / 34.9 / 31
met2: 2978 / 47.9 / 49
met3: 618 / 19.2 / 15
met4: 14 / 13.4 / 5.9
met5: - / 2.57 / 0.20
-- per-stage QoR --
stage | std cells | total power [mW] | hold slack [ns]
3_5_place_dp | 7092 | 4.01 | 0.469
4_1_cts | 7328 | 5.81 | 0.480
6_report | 7331 | 5.80 | 0.481
3_3_place_gp | 7092 | 4.02 | 0.471
5_1_grt | 7329 | 6.00 | 0.498
2_1_floorplan | 5023 | 3.27 | 0.439
-- layout make-up --
| class | count | share of cell area, % |
|---|---|---|
| flip-flops and latches | 1237 | 48.2 |
| multi-input cells | 3112 | 37.0 |
| repair buffers | 392 | 4.79 |
| clock buffers | 171 | 4.72 |
| well taps | 2189 | 3.61 |
| diodes | 3 | 0.00989 |
| inverters | 162 | 0.801 |
| clock inverters | 65 | 0.802 |
-- cells in the mapped netlist, types with 11 or more instances --
master	count
mux2_2	85
or4_1	12
nand3_1	15
ha_1	96
or2_2	41
a221oi_1	12
mux4_2	640
buf_1	66
a21o_1	12
nor4_1	25
o22ai_1	12
nor3_1	29
dfxtp_1	53
nor2b_1	19
buf_4	46
nor2_1	1134
clkbuf_1	387
edfxtp_1	1184
a211oi_1	16
nand2_1	255
nand4_1	22
a21oi_1	89
buf_2	12
nand2b_1	25
o21a_1	11
o211ai_1	34
o31ai_1	15
o21ai_0	120
xnor2_1	37
inv_1	157
or3_1	19
mux2i_1	112
-- critical path: cells and delay by family, from the launching register on --
kind	cells	cell delay (ns)
simple gates	9	2.80
compound gates	4	1.69
buf+inv	4	1.16
fa+ha+maj	1	0.48
flops	1	0.41
mux	1	0.38
xor+xnor	1	0.22
-- cells in the final DEF (no fill, tap or decap), drive strengths merged, types with 68 or more instances in the layout --
| cell | count |
|---|---|
| buf | 153 |
| conb | 68 |
| clkdlybuf4s50 | 239 |
| clkbuf | 171 |
| mux4 | 640 |
| a21oi | 91 |
| ha | 96 |
| o21ai | 124 |
| mux2i | 112 |
| nor2 | 1134 |
| inv | 168 |
| mux2 | 90 |
| nand2 | 255 |
| edfxtp | 1184 |
-- power by group through the flow --
stage     combinational (mW)  sequential [mW]  clock, mW
4_1_cts                 1.63             2.35       1.83
5_1_grt                 1.75             2.36       1.89
6_report                1.65             2.35       1.80
-- cell families after synthesis --
| family | after synthesis | synth area share, % |
|---|---|---|
| AOI/OAI and AO/OA | 424 | 4.14 |
| muxes | 842 | 24.7 |
| and+or+nand+nor | 1633 | 10.1 |
| other | 1 | 0.00559 |
| DFF | 1237 | 54.6 |
| buffers and inverters | 674 | 4.06 |
| xor gates and xnor gates | 47 | 0.614 |
| adders and majority gates | 98 | 1.85 |
-- path summary, 6_finish.rpt --
kind | start | end | depth (start not counted)
worst max-delay path | CPUcontrol.StateC[17] | inst_sram_en | 20
worst min register to register | PC[6] | debug_wb_pc[6] | 0
worst min-delay path | PC[6] | debug_wb_pc[6] | 0
worst max register to register | CPUcontrol.StateC[17] | PC[23] | 20
Power figures rest on the tool's default switching activity, not on a simulated workload.

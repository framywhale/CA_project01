===== design/flow/design.v =====
module alu(
	input [32 - 1:0] A,
	input [32 - 1:0] B,
	input [2:0] ALUop,
	output reg Overflow,
	output reg CarryOut,
	output reg Zero,
	output reg [32 - 1:0] Result
);
	reg Carryout_sub;
	reg [32 - 2:0] Result_sub;
	always @( ALUop or A or B ) begin
	   case( ALUop )
	       3'b000:  begin  
	               Result = A & B;
	               CarryOut = 0;
	               Overflow = 0;
	               Zero =  (Result == 0)? 1:0;
	        end
	       3'b001:  begin  
	               Result = A | B;
	               CarryOut = 0;
                   Overflow = 0;
                   Zero =  (Result == 0)? 1:0;
	        end
	       3'b010:  begin   
	               {CarryOut,Result} = A + B;
	               {Carryout_sub,Result_sub} = A[32 - 2:0] + B[32 - 2:0];
	               Overflow = CarryOut ^ Carryout_sub;
                   Zero =  (Result == 0)? 1:0;
	        end
	       3'b011:  begin  
                   Result[0] = (A < B)? 1 : 0;
	               Result [32 - 1:1] = 0; 
	               Zero = 0;
	       	end
	       3'b100:  begin   
	       			Result = {B[15:0],A[15:0]};
	       			Zero = 0;
	       			Overflow = 0;
	       			CarryOut = 0;
	        end
	       3'b101:  begin   
	       			Result = B << (A[5:0]);
	       			Zero = 0;
	       			Overflow = 0;
	       			CarryOut = 0;
	        end
	       3'b110:  begin   
	               {CarryOut,Result} =  A + ~B + 1;
	               {Carryout_sub, Result_sub} = A[32 - 2:0] + ~B[32 - 2:0]+1;
	               Overflow = CarryOut ^ Carryout_sub;
	               Zero =  (Result == 0)? 1:0;
	        end
	       3'b111:  begin   
	               {CarryOut,Result} =  A + ~B + 1;
                   {Carryout_sub, Result_sub} = A[32 - 2:0] + ~B[32 - 2:0]+1;
                   Overflow = CarryOut ^ Carryout_sub;
                   Result[0] = Result[32 - 1]^Overflow;
	               Result [32 - 1:1] = 0;   
	               Zero = 0; 
	        end 
	       default: begin
	               Result = 0;
                   Zero = 0;
                   Overflow = 0;
                   CarryOut = 0;
                   Result_sub = 31'd0;
                   Carryout_sub = 0;
	       end 
	   endcase  
	end   
endmodule
`timescale 10ns / 1ns
module mips_cpu(
    input  rst,
    input  clk,
    output reg [31:0] PC,
    input  [31:0] Instruction,
    output [31:0] Address,
    output reg MemWrite,
    output [31:0] Write_data,
    input  [31:0] Read_data,
    output reg MemRead,
    output reg  [31:0] cycle_cnt,         
    output reg [31:0] inst_cnt,          
    output reg  [31:0] br_cnt,            
    output reg [31:0] ld_cnt,            
    output reg [31:0] st_cnt,            
    output reg [31:0] user1_cnt,         
    output reg  [31:0] user2_cnt,
    output reg [31:0] user3_cnt				
);
    parameter [5:0] ADDIU   = 6'b001001,
                    LW      = 6'b100011,
                    SW      = 6'b101011,
                    BNE     = 6'b000101,
                    BEQ     = 6'b000100,
                    J       = 6'b000010,
                    JAL     = 6'b000011,
                    R_TYPE  = 6'b000000, 
                    LUI     = 6'b001111, 
                    SLTI    = 6'b001010,
                    SLTIU   = 6'b001011;
    parameter [5:0] JR   = 6'b001000,
                    SLL  = 6'b000000,
                    SUBU = 6'b100011,
                    ADDU = 6'b100001,
                    OR   = 6'b100101,
                    SLT  = 6'b101010;
    parameter [3:0] insfetch    = 4'd0, 
                    decode      = 4'd1,
                    memcompu    = 4'd2,
                    oplw        = 4'd3,
                    memrew      = 4'd4,
                    opsw        = 4'd5,
                    r_exe       = 4'd6,
                    rcomplete   = 4'd7,
                    branchexe   = 4'd8,
                    jcomplete   = 4'd9,
                    addiuexe    = 4'd10,
                    addiucomple = 4'd11,
                    jrcomplete  = 4'd12,
                    jal         = 4'd13,
                    writeback   = 4'd14,
                    jal2        = 4'd15;
    reg [3:0]  state,next_state;
    reg [31:0] IR;
    reg [31:0] ALUout;
    reg RegWrite, MemtoReg, IRWrite, PCWriteCond, PCWrite;
    reg [1:0]  PCSrc, ALUSrcB, ALUSrcA, RegDst, ALUop;
    wire Zero_addr,BrachCond, is_bne, is_beq;
    assign is_bne = (IR[31:26] == BNE) ? 1:0;
    assign is_beq = (IR[31:26] == BEQ) ? 1:0;
    assign BrachCond = (is_bne&(~Zero_addr)) || (is_beq&Zero_addr);
    always @(state or IR[31:26] or IR[5:0]) begin
        case(state)
            insfetch: begin      
                {PCWriteCond,PCWrite,PCSrc,ALUop,ALUSrcA,ALUSrcB,MemtoReg,MemRead,MemWrite,RegDst,RegWrite,IRWrite} 
                = 17'b0_1_00_00_00_01_0_1_0_00_0_1; 
                next_state = decode;
            end
            decode  : begin      
                {PCWriteCond,PCWrite,PCSrc,ALUop,ALUSrcA,ALUSrcB,MemtoReg,MemRead,MemWrite,RegDst,RegWrite,IRWrite} 
                = 17'b0_0_00_00_00_11_0_0_0_00_0_0;
                if(IR[31:26] == ADDIU)  next_state = addiuexe;
                else if(IR[31:26] == LW  || IR[31:26] == SW || IR[31:26] == LUI || IR[31:26] == SLTI || IR[31:26] == SLTIU)   
                                                                next_state = memcompu;
                else if(IR[31:26] == R_TYPE)                    next_state = r_exe;
                else if(IR[31:26] == JAL)                       next_state = jal; 
                else if(IR[31:26] == J)                         next_state = jcomplete;
                else if(IR[31:26] == BNE || IR[31:26] == BEQ)  begin
                    next_state = branchexe;
                end 
                else begin
                    next_state = insfetch;
                end
            end
            memcompu: begin      
                {PCWriteCond,PCWrite,PCSrc,ALUSrcA,ALUSrcB,MemtoReg,MemRead,MemWrite,RegDst,RegWrite,IRWrite} 
                = 15'b0_0_00_01_10_0_0_0_00_0_0;
                if(IR[31:26] == LW)          begin next_state = oplw;         ALUop = 2'b00; end   
                else if(IR[31:26] == SW)     begin next_state = opsw;         ALUop = 2'b00; end
                else if(IR[31:26] == LUI)    begin next_state = writeback;    ALUop = 2'b11; end
                else if(IR[31:26] == SLTI)   begin next_state = writeback;    ALUop = 2'b11; end
                else if(IR[31:26] == SLTIU)  begin next_state = writeback;    ALUop = 2'b11; end
            end
            oplw    : begin      
                {PCWriteCond,PCWrite,PCSrc,ALUop,ALUSrcA,ALUSrcB,MemtoReg,MemRead,MemWrite,RegDst,RegWrite,IRWrite} 
                = 17'b0_0_00_00_01_10_0_1_0_00_0_0;
                next_state = memrew;
            end
            memrew  : begin      
                {PCWriteCond,PCWrite,PCSrc,ALUop,ALUSrcA,ALUSrcB,MemtoReg,MemRead,MemWrite,RegDst,RegWrite,IRWrite} 
                = 17'b0_0_00_00_00_00_1_0_0_00_1_0;
                next_state = insfetch;
            end
            opsw    : begin      
                {PCWriteCond,PCWrite,PCSrc,ALUop,ALUSrcA,ALUSrcB,MemtoReg,MemRead,MemWrite,RegDst,RegWrite,IRWrite} 
                = 17'b0_0_00_00_00_00_0_0_1_00_0_0; 
                next_state = insfetch;
            end
            r_exe    : begin     
                {PCWriteCond,PCWrite,PCSrc,ALUop,ALUSrcB,MemtoReg,MemRead,MemWrite,RegDst,RegWrite,IRWrite} 
                = 15'b0_0_00_10_00_0_0_0_00_0_0;  
                if(IR[5:0] == JR)        begin next_state = jcomplete; ALUSrcA = 2'b01; end  
                else if(IR[5:0] == SLL)  begin next_state = rcomplete; ALUSrcA = 2'b10; end
                else if(IR[5:0] == SUBU) begin next_state = rcomplete; ALUSrcA = 2'b01; end
                else if(IR[5:0] == ADDU) begin next_state = rcomplete; ALUSrcA = 2'b01; end
                else if(IR[5:0] == OR)   begin next_state = rcomplete; ALUSrcA = 2'b01; end 
                else if(IR[5:0] == SLT)  begin next_state = rcomplete; ALUSrcA = 2'b01; end
            end
            rcomplete: begin     
                {PCWriteCond,PCWrite,PCSrc,ALUop,ALUSrcA,ALUSrcB,MemtoReg,MemRead,MemWrite,RegDst,RegWrite,IRWrite} 
                = 17'b0_0_00_00_00_00_0_0_0_01_1_0; 
                next_state = insfetch;
            end
            writeback: begin
                {PCWriteCond,PCWrite,PCSrc,ALUop,ALUSrcA,ALUSrcB,MemtoReg,MemRead,MemWrite,RegDst,RegWrite,IRWrite} 
                = 17'b0_0_00_00_00_00_0_0_0_00_1_0;
                next_state = insfetch;
            end
            branchexe: begin     
                {PCWriteCond,PCWrite,PCSrc,ALUop,ALUSrcA,ALUSrcB,MemtoReg,MemRead,MemWrite,RegDst,RegWrite,IRWrite} 
                = 17'b1_0_01_01_01_00_0_0_0_00_0_0;
                next_state = insfetch;
            end
            jcomplete: begin     
                {PCWriteCond,PCWrite,ALUop,ALUSrcA,ALUSrcB,MemtoReg,MemRead,MemWrite,RegDst,RegWrite,IRWrite} 
                = 15'b0_1_00_00_00_0_0_0_00_0_0;  
                if(IR[5:0] == JR) PCSrc = 2'b01;
                else              PCSrc = 2'b10;
                next_state = insfetch;
            end
            addiuexe: begin      
                {PCWriteCond,PCWrite,PCSrc,ALUop,ALUSrcA,ALUSrcB,MemtoReg,MemRead,MemWrite,RegDst,RegWrite,IRWrite} 
                = 17'b0_0_0_00_00_01_10_0_0_0_00_0_0;
                next_state = addiucomple;
            end
            addiucomple: begin   
                {PCWriteCond,PCWrite,PCSrc,ALUop,ALUSrcA,ALUSrcB,MemtoReg,MemRead,MemWrite,RegDst,RegWrite,IRWrite} 
                = 17'b0_0_0_00_00_01_00_0_1_0_00_1_0;
                next_state = insfetch;
            end
            jal:    begin        
                {PCWriteCond,PCWrite,PCSrc,ALUop,ALUSrcA,ALUSrcB,MemtoReg,MemRead,MemWrite,RegDst,RegWrite,IRWrite} 
                = 17'b0_0_00_00_00_01_0_0_0_00_0_0;
                next_state = jal2;
            end 
            jal2:    begin        
                {PCWriteCond,PCWrite,PCSrc,ALUop,ALUSrcA,ALUSrcB,MemtoReg,MemRead,MemWrite,RegDst,RegWrite,IRWrite} 
                = 17'b0_0_00_00_00_00_0_0_0_10_1_0;
                next_state = jcomplete;
            end
            default: begin  
                {PCWriteCond,PCWrite,PCSrc,ALUop,ALUSrcA,ALUSrcB,MemtoReg,MemRead,MemWrite,RegDst,RegWrite,IRWrite} = 17'd0;
                next_state = insfetch;
            end
        endcase
    end
    always @( posedge clk ) begin
        if(rst) state <= insfetch;
        else    state <= next_state;
        if(IRWrite) IR  <= Instruction;
        else;
   end
          always @(posedge clk) begin  
            if (rst) begin
                user1_cnt <= 'd0;
            end
            else begin
                if((state == branchexe) && (BrachCond == 0))
                    user1_cnt <= user1_cnt+1; 
            end
         end
          always @(posedge clk) begin  
            if (rst) begin
                user2_cnt <= 'd0;
            end
            else begin
                if((state == branchexe) && (BrachCond == 1))
                user2_cnt <= user2_cnt+1; 
            end
         end
          always @(posedge clk) begin  
           if (rst) begin
               user3_cnt <= 'd0;
           end
           else begin
                user3_cnt <= 'd0;
           end
        end
         always @(posedge clk) begin  
            if (rst) begin
                cycle_cnt <= 'd0;
            end
            else begin
                cycle_cnt <= cycle_cnt +1;
            end
         end
         always @(posedge clk) begin  
            if (rst) begin
                inst_cnt <= 'd0;
            end
            else begin
                if(IRWrite)  inst_cnt <= inst_cnt+1; 
            end
         end
         always @(posedge clk) begin  
            if (rst) begin
                ld_cnt <= 'd0;
            end
            else begin
                if(state == oplw) ld_cnt <= ld_cnt + 1;
            end
         end
                  always @(posedge clk) begin  
            if (rst) begin
                st_cnt <= 'd0;
            end
            else begin
                if(state == opsw) st_cnt <= st_cnt + 1;
            end
         end
         always @(posedge clk) begin  
            if (rst) begin
                 br_cnt <= 'd0;
            end
            else begin
                 if(state == branchexe || state == jcomplete) 
                     br_cnt <= br_cnt + 1;
            end
         end 
    wire [31:0] Regwdata;    
    wire [4:0]  Regwaddr;
    wire [31:0] Regread1,Regread2; 
    reg  [31:0] A,B;
    reg  [31:0] MDR;
    assign Regwaddr = (RegDst == 2'b00) ? IR[20:16] : ((RegDst == 2'b01) ? IR[15:11] : ((RegDst == 2'b10) ? 5'd31 : 5'd0));
    assign Regwdata = (MemtoReg == 1'b0)? ALUout : MDR;
	reg_file regfile(clk,rst,Regwaddr,IR[25:21],IR[20:16],
					 RegWrite,Regwdata,Regread1,Regread2);
	always @(posedge clk) begin
	   A = Regread1;
	   B = Regread2;
	end
    wire Carryout_addr;
    wire Overflow_addr;
    reg [31:0] alusrc1;
    wire [31:0] alusrc2;
    wire [31:0] extend_imm;
    wire [31:0] ALUresult;
    reg  [2:0]  ALUcontrol;
    assign extend_imm = {{16{IR[15]}},IR[15:0]};    
    assign alusrc2    = (ALUSrcB == 2'b00) ? B : (ALUSrcB == 2'b01) ? 32'd4 : (ALUSrcB == 2'b10)? extend_imm : (extend_imm<<2);
    always @ (*)
    begin
        case(ALUSrcA)
            2'b00: alusrc1 = PC;
            2'b01: alusrc1 = A;
            2'b10: alusrc1 = {{27{1'b0}},IR[10:6]};   
            default: alusrc1 = 'd0;
        endcase
    end
    always @(ALUop or IR[5:0] or IR[31:26]) begin
        if(ALUop == 2'b00)  ALUcontrol = 3'b010;
        else if(ALUop == 2'b01) ALUcontrol =  3'b110;
        else if(ALUop == 2'b10) begin
            case(IR[5:0])
                SUBU: ALUcontrol = 3'b110;
                SLL : ALUcontrol = 3'b101;
                JR  : ALUcontrol = 3'b010;
                ADDU: ALUcontrol = 3'b010;
                OR  : ALUcontrol = 3'b001;
                SLT : ALUcontrol = 3'b111;
                default: ALUcontrol = 3'd0;
            endcase
        end
        else begin
            case(IR[31:26])
                LUI:    ALUcontrol = 3'b100;
                SLTI:   ALUcontrol = 3'b111; 
                SLTIU:  ALUcontrol = 3'b011;
                default: ALUcontrol = 3'd0;
            endcase
        end
    end
	alu alu_address(alusrc1,alusrc2,ALUcontrol,Carryout_addr,Overflow_addr,Zero_addr,ALUresult);
    always @(posedge clk) begin
        if(state == insfetch || state == decode ||
           state == addiuexe || state == r_exe  || 
           state == memcompu || state == jal) ALUout <= ALUresult;
        if(state == oplw)      MDR    <= Read_data;
    end
    always @(posedge clk) begin
    	if (rst) begin
			PC <= 32'd0;	 
    	end
    	else  begin
    		if( (BrachCond & PCWriteCond) | PCWrite ) begin
                case(PCSrc)
                    2'b00: PC <= ALUresult;
                    2'b01: PC <= ALUout;
                    2'b10: PC <= {PC[31:28],(IR[25:0]<<2)};
                    default: PC <= 'd0;
                endcase
            end
    	end
    end
    assign Address     = ALUout;
    assign Write_data  = B; 
endmodule
module reg_file(
	input clk,
	input rst,
	input [5 - 1:0] waddr,
	input [5 - 1:0] raddr1,
	input [5 - 1:0] raddr2,
	input wen,
	input [32 - 1:0] wdata,
	output [32 - 1:0] rdata1,
	output [32 - 1:0] rdata2
);
  reg [32 - 1:0] Register_file [(1<<5) - 1:0];
  integer i = 0;
  assign rdata1 = Register_file[raddr1];
  assign rdata2 = Register_file[raddr2];
  always @(posedge clk) begin
      if(rst)  begin     
         for(i = 0; i < (1<<5) ; i = i+1 )
              Register_file[i] <= 0;
       end
       else begin
           if(wen && waddr)
                Register_file[waddr] <= wdata;
        end
     end    
endmodule

===== design/flow/run.sh =====
#!/bin/bash
# OpenROAD 26Q1-2900-gdf79404cd8, Yosys 0.63+post, stock flow scripts
make -C /OpenROAD-flow-scripts/flow DESIGN_CONFIG=/design/flow/config.mk WORK_HOME=/design/flow/orfs finish

===== design/flow/config.mk =====
export PLATFORM = sky130hd
export DESIGN_NAME = mips_cpu
export DESIGN_NICKNAME = mips_cpu
export VERILOG_FILES = /design/flow/design.v
export SDC_FILE = /design/flow/constraint.sdc
export NUM_CORES = 4
export LEC_CHECK = 1
export CORE_UTILIZATION = 50

===== design/flow/constraint.sdc =====
current_design mips_cpu

set clk_period 16.7
set clk_io_pct 0.2

create_clock -name clk0 -period $clk_period [get_ports {clk}]

set non_clock_inputs [all_inputs -no_clocks]
set_input_delay [expr $clk_period * $clk_io_pct] -clock clk0 $non_clock_inputs
set_output_delay [expr $clk_period * $clk_io_pct] -clock clk0 [all_outputs]

==> impl_metrics.tcl <==
# place-and-route summary
set metrics [dict create \
    clockRootBuffer "clkbuf_16" \
    drtIter0Drc 4794 \
    vdd_ir_drop_max_uv 114 \
    drive_gt1_frac 0.194 \
    worstPathArrival_ns 9.19 \
    setup_viol 0 \
    fmax_mhz 117 \
    grt_overflow 0 \
    slowest_delay_ns 0.86 \
    syn_area_mm2 0.0776 \
    post_cts.repair.setup_buffers 0 \
    endpoint_kind "flip-flop" \
    path_max_fanout 25 \
    post-route-period-util 0.510 \
    async_reset_ff_frac 0 \
    p_seq_frac 0.467 \
    fin_util 0.579 \
    hold_buffers 0 \
    synth_area_per_cell_um2 12.3 \
    ys_cells 6313 \
    insertion_delay_ns 0.83 \
    synth_flops 1452 \
    die_x_um 396 \
    hpwl_um 197000 \
    required_ns 17.38 \
    edf_count 1120 \
    yosys_area_mm2 0.0776 \
    route.detailed.drc 0 \
    powerDensity_mw_per_mm2 99.8 \
    skew_ns 0.0613 \
    finalHoldViolCount 0 \
    grt_pass1_vias 57100 \
    fp_util 0.504 \
    untimed_endpoints 8 \
    fill_cells 12200 \
    dieHeight_um 396 \
    power.internal_mw 6.43 \
    fin_tns_setup_ns 0 \
    cts_made_buffers 159 \
    power_leakage_nw 31.2 \
    hold_path_class "flip-flop to flip-flop" \
    clk_pin_slew_ns 0.06 \
    maxSlewHeadroom 0.278 \
    vias 56700 \
    dr.pass1.iters 9 \
    grt_setup_unrepaired "no" \
    critPathLaunchType "flip-flop" \
    slowest_stage "a2111oi_1" \
    grt_usage 0.410 \
    avgViaCountPerCell 6.50 \
    postRouteAntennaNets 0 \
    tool_warnings 91 \
    coreArea_mm2 0.154 \
    totalWireLength_um 293000 \
    dieArea_mm2 0.157 \
    switching_share 0.278 \
    synth.distinct_cells 95 \
    crit_type "flip-flop to flip-flop" \
    p_sw_mw 2.47 \
    unclocked_pins 8 \
    cts_tree "built" \
    totalPowerFinal_mw 8.90 \
    crit_family "AND-OR/OR-AND gates" \
    ys_warn_count 3 \
    antenna_found_initial 19 \
    clock_path_buffers 3 \
    crit_top_cell "buf_4" \
    p_comb_frac 0.148 \
    synthCells 6313 \
    grt_pass1_wl_um 415000 \
    p_clk_frac 0.384 \
    max-cap-violations 0 \
    place.gp.congestion 1.04 \
    portBuffers 387 \
    htreeDepth 4 \
    maxSlewViolCount 0 \
    period_needed_ns 8.51 \
    ys.flop_type "edfxtp_1" \
    worst-path-buf-inv 3 \
    status "finished, final reports clean" \
    routedWlPerCell_um 33.6 \
    syn_to_final_growth_pct 15.0 \
    ctsResizeCount 0 \
    io_pins 420 \
    crit_chain "nand2b_1 > a21o_1 > and2_1 > buf_4 > o2bb2ai_1 > ha_1 > nor2_1 > o311ai_2 > a2111oi_1 > a311o_1 > a21oi_1 > xnor2_1 > or4_1 > or4_1 > o41ai_2 > or2_1 > mux2i_1 > buf_4 > nand2_1 > buf_4 > a221oi_1" \
    grt_max_degree 68 \
    tightest_slew_ns 1.08 \
    rows 144 \
]
[flip-flops by register name (all words and copies together), names as in the netlist, 4 cells and up]
signal and cells:
PC 32, cycle_cnt 32, state 4, ALUout 32, MDR 32, user2_cnt 32, user1_cnt 32, A 32
regfile.Register_file 1024, ld_cnt 32, inst_cnt 32, next_state 4, st_cnt 32, IR 32, br_cnt 32, B 32
[per-stage QoR]
stage               instances  hold slack, ns  instance area [µm²]  setup WS [ns]
floorplan                6376           0.413                77800           9.97
global placement         8433           0.438                84100           8.57
detailed placement       8433           0.457                84100           8.46
CTS                      8724           0.476                89200           8.40
global route             8726           0.505                89200           7.95
finish                   8731           0.472                89200           8.19
[worst register-to-register path, delay by kind of cell (launching register included)]
family | cells | cell delay (ns)
flip-flops | 1 | 0.84
buffers and inverters | 3 | 0.84
XOR/XNOR | 1 | 0.17
AND/OR/NAND/NOR | 7 | 2.50
adder cells (fa/ha/maj) | 1 | 0.50
multiplexers | 1 | 0.23
AND-OR/OR-AND | 8 | 3.33
[power groups by stage]
stage     combinational, mW  sequential [mW]  clock (mW)
5_1_grt                1.38             4.17        3.61
4_1_cts                1.30             4.15        3.46
6_report               1.32             4.16        3.42
[placed cells by master, fill, tap and decap left out, types with 84 or more instances in the layout]
master,instances
nor2_1,1374
edfxtp_1,1120
mux4_2,640
clkdlybuf4s50_1,386
dfxtp_1,324
nand2_1,266
a21oi_1,236
buf_4,205
clkbuf_16,162
xor2_1,125
nand3_1,119
o21ai_0,110
inv_1,107
mux2i_1,105
ha_1,104
mux2_2,84
[cells in the mapped netlist, drive strengths merged, types with 9 or more instances]
| cell type | count | area [µm²] |
|---|---|---|
| nor2 | 1376 | 5170 |
| edfxtp | 1120 | 33600 |
| mux4 | 640 | 14400 |
| clkbuf | 447 | 1680 |
| nand2 | 325 | 1220 |
| dfxtp | 324 | 6490 |
| a21oi | 238 | 1190 |
| mux2i | 137 | 1370 |
| buf | 135 | 662 |
| xor2 | 125 | 1090 |
| nand3 | 122 | 611 |
| o21ai | 114 | 574 |
| inv | 110 | 413 |
| ha | 104 | 1300 |
| mux2 | 88 | 991 |
| and3 | 72 | 450 |
| xnor2 | 69 | 604 |
| nand4 | 65 | 407 |
| nor3 | 64 | 320 |
| nor2b | 45 | 282 |
| a211oi | 44 | 335 |
| o31ai | 37 | 278 |
| or4 | 37 | 278 |
| nor4 | 36 | 238 |
| o211ai | 35 | 263 |
| or3 | 31 | 194 |
| a222oi | 28 | 280 |
| o22ai | 22 | 138 |
| a221oi | 21 | 190 |
| and4 | 21 | 184 |
| a21o | 20 | 150 |
| or2 | 20 | 125 |
| a31oi | 18 | 119 |
| nand2b | 15 | 93.8 |
| o22a | 14 | 123 |
| and2 | 13 | 81.3 |
| o21bai | 13 | 97.6 |
| o2bb2ai | 13 | 114 |
| a31o | 10 | 87.6 |
| o21a | 10 | 75.1 |
| a2111oi | 9 | 80.1 |
[worst paths after layout]
kind / startpoint / endpoint / slack (ns) / cells after the start
worst max register to register: state[0]$_SDFF_PP0_ / PC[13]$_SDFFE_PP0P_ / 8.19 / 21
worst max-delay path: state[0]$_SDFF_PP0_ / PC[13]$_SDFFE_PP0P_ / 8.19 / 21
worst min register to register: cycle_cnt[0]$_SDFF_PP0_ / cycle_cnt[0]$_SDFF_PP0_ / 0.47 / 1
worst min-delay path: cycle_cnt[0]$_SDFF_PP0_ / cycle_cnt[0]$_SDFF_PP0_ / 0.47 / 1
[metal layers]
metal / share of wire / vias up / GRT usage
met5: 0.0017 / - / 0.0222
met2: 0.46 / 3972 / 0.584
met1: 0.33 / 27700 / 0.536
met4: 0.051 / 32 / 0.153
met3: 0.16 / 780 / 0.253
li1: - / 24200 / -
[layout make-up]
cell class	instances	area, µm²	area share
multi-input combinational	4227	35400	0.397
antenna	7	17.5	0.000196
inverter	115	433	0.00485
clock buffer	218	4310	0.0484
sequential	1452	40200	0.451
clock inverter	73	752	0.00843
timing repair buffer	595	5480	0.0614
tap	2044	2560	0.0287
[cells by family after synthesis]
kind of cell | Yosys count | share of synthesized area
muxes | 865 | 0.216
other | 1 | 0.0000483
latches | 8 | 0.00155
buffers and inverters | 697 | 0.0357
adders and majority gates | 106 | 0.0173
DFF | 1444 | 0.517
xor gates and xnor gates | 194 | 0.0219
AOI/OAI and AO/OA | 734 | 0.0631
and+or+nand+nor | 2264 | 0.127
